$ cat ./design.v
`timescale 1ns / 1ps
module Max_Pool(
input rst,
input en,
input[63:0] pixel_in,
output reg [15:0] max_out
    );
    wire [15:0] a,b,c,d;
    assign a = pixel_in[15:0];
    assign b = pixel_in[31:16];
    assign c = pixel_in[47:32];
    assign d = pixel_in[63:48];
    always @* begin
    max_out = (rst || ~en) ? 16'b0 : 
                             (a > b) ? ((a > c) ? ((a > d) ? a : d) : ((c > d) ? c : d)) 
                              : ((b > c) ? ((b > d) ? b : d) : ((c > d) ? c : d));
   end
endmodule
$ cat ./constraint.sdc
current_design Max_Pool

set clk_period 11.0
set clk_io_pct 0.2

create_clock -name clk0 -period $clk_period

set non_clock_inputs [all_inputs -no_clocks]
set_input_delay [expr $clk_period * $clk_io_pct] -clock clk0 $non_clock_inputs
set_output_delay [expr $clk_period * $clk_io_pct] -clock clk0 [all_outputs]
$ cat ./run.sh
#!/bin/bash
# OpenROAD 26Q1-2900-gdf79404cd8, Yosys 0.63+post, stock flow scripts
make -C /OpenROAD-flow-scripts/flow DESIGN_CONFIG=/design/flow/config.mk WORK_HOME=/design/flow/orfs finish
$ cat ./config.mk
export PLATFORM = sky130hd
export DESIGN_NAME = Max_Pool
export DESIGN_NICKNAME = Max_Pool
export VERILOG_FILES = /design/flow/design.v
export SDC_FILE = /design/flow/constraint.sdc
export NUM_CORES = 4
export LEC_CHECK = 1
export CORE_UTILIZATION = 30
==> results.json <==
{
  "avgViaCountPerCell": 5.52,
  "syn_avg_cell_area_um2": 7.86,
  "setup_viol": 0,
  "min_path_type": "input pin to output port",
  "slew_violations": 0,
  "cpMaxStageDelayCell": "clkdlybuf4s50_1",
  "drtPass1Iterations": 4,
  "cts_resized": 0,
  "grt.overflow.total": 0,
  "timing.fmax_mhz": 128,
  "end_kind": "output port",
  "initial_core_util": 0.311,
  "fillers": 1030,
  "drc": 0,
  "crit_family": "buffers and inverters",
  "vias": 3399,
  "worst-setup-path-type": "input pin to output port",
  "die_w_um": 105,
  "die_height_um": 105,
  "leakagePower_nw": 2.00,
  "rsz0062_at_grt": "no",
  "required_ns": 8.80,
  "io_buffers": 82,
  "p_per_area_mw_per_mm2": 44.8,
  "drv_cap": 0,
  "critPathMostFrequentCell": "clkdlybuf4s50_1",
  "cts_setup_buffers": 0,
  "postSynthSeqShare": 0,
  "wire_per_inst_um": 17.3,
  "worstHoldPathCells": 4,
  "num_rows": 37,
  "grt_pass1_vias": 3291,
  "max_slew_margin": 0.600,
  "fin_crit_ns": 7.83,
  "crit_buf_inv": 4,
  "yosysWarnings": 1,
  "flops": 0,
  "synth.distinct_cells": 46,
  "max_stage_delay_ns": 0.53,
  "syn_to_final_growth_pct": 29.8,
  "grt_max_degree": 33,
  "dp_cells": 616,
  "antenna_found_initial": 0,
  "crit_path_max_fanout": 12,
  "first_iter_violations": 119,
  "finalCritPeriodShare": 0.712,
  "min_to": "max_out[13]",
  "finalNonFillerCells": 616,
  "finalWeightedCongestion": 0.889,
  "drt_wl_total_um": 10700,
  "status": "finished, final reports clean",
  "min-delay-start": "pixel_in[61]",
  "p_total_w": 0.000186,
  "dieArea_mm2": 0.0111,
  "ios": 82,
  "ant_nets": 0,
  "grt_pass1_wl_um": 17100,
  "holdBufCountCts": 0,
  "synth.cell_area_mm2": 0.00321,
  "diodes": 0,
  "arrival_ns": 5.63,
  "crit_chain": "clkdlybuf4s50_1 > inv_1 > ha_1 > nor2b_1 > o211ai_1 > a2111oi_0 > nor3_1 > nor2_2 > buf_4 > mux2i_1 > a221oi_1 > clkdlybuf4s50_1",
  "warning_count": 32,
  "synth_cells": 408,
  "tightest_slew_ns": 0.598,
  "ir_drop_mv": 0.0178,
  "clkbuf_count": 0,
  "grt_use_total": 0.197,
  "drive_gt1_frac": 0.0479,
  "regArea_um2": 0,
  "core_mm2": 0.0103,
  "dp_hpwl_um": 8820,
  "yosys_area_mm2": 0.00321,
  "ys_cells": 408,
  "final_hold_viol_count": 0,
  "fin_setup_tns_ns": 0,
  "cp-start-kind": "input pin"
}
layer usage:
metal | vias up | GRT usage | wire length, um
met1 | 1553 | 0.288 | 4990
li1 | 1736 | - | -
met2 | 102 | 0.319 | 4800
met5 | - | 0 | 0
met3 | 8 | 0.0221 | 809
met4 | 0 | 0.0221 | 80
worst max path at each step:
stage | from | to | slack, ns | cells after the start
CTS | pixel_in[59] | max_out[3] | 3.17 | 11
global route | pixel_in[49] | max_out[3] | 2.91 | 12
finish | pixel_in[49] | max_out[3] | 3.17 | 12
report_power, final:
group / total [W] / switching [W] / leakage, nW / internal (W)
Clock: 0 / 0 / 0 / 0
Sequential: 0 / 0 / 0 / 0
Combinational: 0.000186 / 0.0000992 / 2.00 / 0.0000871
synthesized netlist by cell type (2+ instances only):
cell type  count  area share
ha_1          96        0.37
a21oi_1       53       0.083
inv_1         51       0.060
mux2i_1       31       0.097
nand4_1       19       0.037
and3_1        17       0.033
nand2_1       17       0.020
a221oi_1      12       0.033
nand3_1       11       0.017
o41ai_1       11       0.030
clkbuf_1       8      0.0094
nor2_1         7      0.0082
buf_2          6      0.0094
o211ai_1       6       0.014
o21ai_0        6      0.0094
a221oi_2       5       0.023
nor2b_1        5      0.0098
o41ai_2        5       0.025
a21o_1         4      0.0094
a21boi_0       3      0.0070
buf_6          3       0.011
o21a_1         3      0.0070
a211oi_1       2      0.0047
and4_1         2      0.0055
nor4_1         2      0.0039
o31ai_1        2      0.0047
or4_1          2      0.0047
placed cells by master, fill, tap and decap left out, drive strengths merged, types with 11 or more instances in the layout:
cell type      Yosys  final
mux2i             31     31
nand3             11     11
nand4             19     19
o41ai             16     16
clkdlybuf4s50      0     82
a221oi            17     17
inv               51     51
and3              17     17
a21oi             53     53
ha                96     96
nand2             18     18
cells by family after synthesis:
| family | share of synthesized area |
|---|---|
| compound gates | 0.289 |
| fa+ha+maj | 0.374 |
| buf+inv | 0.0913 |
| mux | 0.0967 |
| simple gates | 0.149 |
stage by stage:
| step | util | worst slack [ns] | instance area, um2 | hold slack (ns) |
|---|---|---|---|---|
| 3_3_place_gp | 0.403 | 3.21 | 4160 | 5.46 |
| 2_1_floorplan | - | 4.58 | 3210 | 4.56 |
| 5_1_grt | 0.403 | 2.91 | 4160 | 5.53 |
| 4_1_cts | 0.403 | 3.17 | 4160 | 5.47 |
| 3_5_place_dp | 0.403 | 3.17 | 4160 | 5.46 |
| 6_report | 0.403 | 3.17 | 4160 | 5.46 |
layout make-up:
type | instances | area (um2) | area share
Tap cell | 136 | 170 | 0.0409
Inverter | 51 | 191 | 0.0460
Multi-Input combinational cell | 339 | 2920 | 0.702
Timing Repair Buffer | 90 | 881 | 0.212
No activity file was given, so power comes from the tool's default toggle rates.
